## config.mk

```make
export PLATFORM = sky130hd
export DESIGN_NAME = uart
export DESIGN_NICKNAME = uart
export VERILOG_FILES = /design/flow/design.v
export SDC_FILE = /design/flow/constraint.sdc
export NUM_CORES = 4
export LEC_CHECK = 1
export CORE_UTILIZATION = 30
```

## constraint.sdc

```tcl
current_design uart

set clk_period 5.2
set clk_io_pct 0.2

create_clock -name clk0 -period $clk_period [get_ports {clk}]

set non_clock_inputs [all_inputs -no_clocks]
set_input_delay [expr $clk_period * $clk_io_pct] -clock clk0 $non_clock_inputs
set_output_delay [expr $clk_period * $clk_io_pct] -clock clk0 [all_outputs]
```

## design.v

```verilog
module uart 
#(
  parameter SYS_FREQ        = 50000000                   ,
  parameter BAUD_RATE       = 9600                       ,
  parameter SAMPLE          = 16                         ,
  parameter CLOCK           = SYS_FREQ/(BAUD_RATE)       ,
  parameter BAUD_DV         = SYS_FREQ/(SAMPLE*BAUD_RATE),
  parameter DATA_SIZE       = 8,
  parameter BIT_COUNT_SIZE  = $clog2(DATA_SIZE+1)
)(
  input                  clk     ,     
  input                  reset_n ,   
  input                  send_req,
  output                 send_ack,
  input                  recv_ack,
  output                 recv_req,
  input  [DATA_SIZE-1:0] din     ,
  output [DATA_SIZE-1:0] dout    ,
  input                  rx      ,
  output                 tx       
);
wire en, en_sample;
uart_transmitter #(
  .SYS_FREQ       (SYS_FREQ      ),
  .BAUD_RATE      (BAUD_RATE     ),
  .SAMPLE         (SAMPLE        ),
  .CLOCK          (CLOCK         ),
  .BAUD_DV        (BAUD_DV       ),
  .DATA_SIZE      (DATA_SIZE     ),
  .BIT_COUNT_SIZE (BIT_COUNT_SIZE)
) uart_transmitter (
  .clk     (clk     ),
  .reset_n (reset_n ),
  .din     (din     ),
  .tx      (tx      ),
  .send_req(send_req),
  .send_ack(send_ack)
);
uart_receiver #(
  .SYS_FREQ       (SYS_FREQ      ),
  .BAUD_RATE      (BAUD_RATE     ),
  .SAMPLE         (SAMPLE        ),
  .CLOCK          (CLOCK         ),
  .BAUD_DV        (BAUD_DV       ),
  .DATA_SIZE      (DATA_SIZE     ),
  .BIT_COUNT_SIZE (BIT_COUNT_SIZE)
) uart_receiver (
  .clk      (clk      ),
  .reset_n  (reset_n  ),
  .rx       (rx       ),
  .dout     (dout     ),
  .recv_req (recv_req ),
  .recv_ack (recv_ack )
);
endmodule
module uart_receiver
#(
  parameter SYS_FREQ        = 50000000                   ,
  parameter BAUD_RATE       = 9600                       ,
  parameter SAMPLE          = 16                         ,
  parameter CLOCK           = SYS_FREQ/(BAUD_RATE)       ,
  parameter BAUD_DV         = SYS_FREQ/(SAMPLE*BAUD_RATE),
  parameter DATA_SIZE       = 8                          ,
  parameter BIT_COUNT_SIZE  = $clog2(DATA_SIZE+1)        
)(
  input                      clk        ,     
  input                      reset_n    ,   
  input                      rx         ,
  output reg [DATA_SIZE-1:0] dout       ,
  output reg                 recv_req   ,
  input                      recv_ack   
);
reg [SAMPLE-1           : 0]  check_start       ;  
reg [BIT_COUNT_SIZE - 1 : 0]  bit_count         ;  
reg                           bit_count_done    ;  
reg                           load_rx_shift_reg ;  
reg                           clear             ;  
wire                          start             ;
reg [$clog2(CLOCK  ) - 1 : 0] count_clk;
reg [$clog2(BAUD_DV) - 1 : 0] count_sample_clk;
localparam IDLE      = 2'b00,
           RECEIVING = 2'b01,
           WAIT_ACK  = 2'b10;
reg [1:0] state, next_state;
always @(posedge clk or negedge reset_n) begin : proc_dout
  if(~reset_n) begin
    dout <= 0;
  end else if ((state == RECEIVING) & (count_clk == (CLOCK - 1)) & (bit_count != DATA_SIZE)) begin
    dout <= {rx, dout[DATA_SIZE-1:1]};
  end
end
always @(posedge clk or negedge reset_n) begin
  if(~reset_n) begin
    count_sample_clk <= 0;
  end else if (state == IDLE) begin
    count_sample_clk <= (count_sample_clk == (BAUD_DV - 1) ? 0 : (count_sample_clk + 1));
  end
  else begin 
    count_sample_clk <= 0;
  end
end
always @(posedge clk or negedge reset_n) begin
  if(~reset_n) begin
    count_clk <= 0;
  end else begin
    if (state == IDLE | state == WAIT_ACK) begin
      count_clk <= 0;
    end
    else begin 
      count_clk <= (count_clk == (CLOCK - 1) ? 0 : (count_clk + 1));
    end
  end
end
always @(posedge clk or negedge reset_n) begin : proc_check_start
  if(~reset_n) begin
    check_start <= '1;
  end else if ((state == IDLE) & (count_sample_clk == (BAUD_DV - 1))) begin
    check_start <= {rx, check_start[SAMPLE-1 : 1]};
  end
  else if (state == RECEIVING | state == WAIT_ACK) begin 
    check_start <= '1;
  end
end
assign start = (~(|check_start[SAMPLE-1 : SAMPLE/2])) & (&check_start[SAMPLE/2-1 : 0]);
always @(posedge clk or negedge reset_n) begin : proc_counter
  if(~reset_n) begin
    bit_count <= 0;
  end
  else if (state == RECEIVING) begin
    if(count_clk == (CLOCK - 1)) begin
      bit_count <= bit_count + 1'b1;
    end
    else if (clear) begin
      bit_count <= 0;
    end
    else begin
      bit_count <= bit_count;
    end
  end
  else begin 
    bit_count <= 0;
  end
end
always @(*) begin : proc_count_done
  bit_count_done = (bit_count == (DATA_SIZE + 1));
end
always @(posedge clk or negedge reset_n) begin : proc_state
  if(~reset_n) begin
    state <= IDLE;
  end
  else begin
    state <= next_state;
  end
end
always @(*) begin : proc_output_fsm
  load_rx_shift_reg = 0;
  clear = 0;
  recv_req = 0;
  case (state)
    IDLE: begin
      if (start) begin
        next_state = RECEIVING;
      end
    end
    RECEIVING: begin
      if (bit_count_done) begin
        clear = 1;
        next_state = WAIT_ACK;
      end
      else begin
        next_state = RECEIVING;
      end
    end
    WAIT_ACK: begin
      recv_req = 1;
      if (recv_ack) begin
        recv_req = 0;
        next_state = IDLE;
      end
      else begin 
        next_state = WAIT_ACK;
      end
    end
    default : next_state = IDLE;
  endcase
end
endmodule
module uart_transmitter
#(
  parameter SYS_FREQ        = 50000000                   ,
  parameter BAUD_RATE       = 9600                       ,
  parameter SAMPLE          = 16                         ,
  parameter CLOCK           = SYS_FREQ/(BAUD_RATE)       ,
  parameter BAUD_DV         = SYS_FREQ/(SAMPLE*BAUD_RATE),
  parameter DATA_SIZE       = 8,
  parameter BIT_COUNT_SIZE  = $clog2(DATA_SIZE+1)
)(
  input                      clk     ,     
  input                      reset_n ,   
  input      [DATA_SIZE-1:0] din     ,
  output                     tx      ,
  input                      send_req,
  output reg                 send_ack
);
reg [DATA_SIZE      + 1 : 0]  tx_shift_reg      ;  
reg [BIT_COUNT_SIZE - 1 : 0]  bit_count         ;  
reg                           bit_count_done    ;  
reg                           load_tx_shift_reg ;  
reg                           shift             ;  
reg                           clear             ;  
localparam IDLE    = 2'b00,
           SENDING = 2'b01;
reg [1:0] state, next_state;
assign tx = tx_shift_reg[0];
reg [$clog2(CLOCK  ) - 1 : 0] count_clk;
always @(posedge clk or negedge reset_n) begin
  if(~reset_n) begin
    count_clk <= 0;
  end else begin
    if (state == IDLE) begin
      count_clk <= 0;
    end
    else begin 
      count_clk <= (count_clk == (CLOCK - 1) ? 0 : (count_clk + 1));
    end
  end
end
always @(posedge clk or negedge reset_n) begin 
  if(~reset_n) begin
    state <= IDLE;
  end
  else begin
    state <= next_state;
  end
end
always @(*)  begin
  load_tx_shift_reg = 0;
  shift = 0;
  clear = 0;
  case (state)
    IDLE: begin
      if (send_req) begin
        load_tx_shift_reg = 1;
        next_state = SENDING;
      end
      else begin 
        next_state = IDLE;
      end
    end
    SENDING: begin
      if (count_clk == (CLOCK - 1)) begin
        if (bit_count_done) begin
          clear = 1;
          next_state = IDLE;
        end
        else begin
          shift = 1;
          next_state = SENDING;
        end
      end
      else begin 
        next_state = SENDING;
      end
    end
    default : next_state = IDLE;
  endcase
end
always @(posedge clk or negedge reset_n) begin 
  if(~reset_n) begin
    bit_count <= 0;
  end
  else begin
    if(shift) begin
      bit_count <= bit_count + 1'b1;
    end
    else if (clear) begin
      bit_count <= 0;
    end
    else begin
      bit_count <= bit_count;
    end
  end
end
always @(*) begin : proc_count_done
  bit_count_done = (bit_count == (DATA_SIZE + 2));
end
always @(posedge clk or negedge reset_n) begin
  if(~reset_n) begin
    send_ack <= 0;
  end else begin
    send_ack <= ((bit_count == (DATA_SIZE + 2)) & (count_clk == (CLOCK - 1))) ? 1'b1 : 1'b0;
  end
end
always @(posedge clk or negedge reset_n) begin 
  if(~reset_n) begin
    tx_shift_reg <= {(DATA_SIZE+2){1'b1}};
  end
  else begin
    if(load_tx_shift_reg) begin
      tx_shift_reg <= {1'b1, din,1'b0};  end
    else if (shift) begin
      tx_shift_reg <= {1'b1,tx_shift_reg[DATA_SIZE:1]};
    end
    else begin
      tx_shift_reg <= tx_shift_reg;
    end
  end
end
endmodule
```

## run.sh

```bash
#!/bin/bash
# OpenROAD 26Q1-2900-gdf79404cd8, Yosys 0.63+post, stock flow scripts
make -C /OpenROAD-flow-scripts/flow DESIGN_CONFIG=/design/flow/config.mk WORK_HOME=/design/flow/orfs finish
```

==> impl_metrics.toml <==
# physical design summary
[sta]
finalClockSkew_ns = 0.007718
worst_pin_slew_ns = 0.6186
fmax_mhz = 320.0
rsz0062_at_grt = "no"
slew_headroom_pct = 58.45
drv_slew = 0
unclocked_pins = 2
period_used_pct = 60.10
untimed_endpoints = 4
period_needed_ns = 3.125
tns_ns = 0
setup_ws_ns = 2.075
finalHoldViolations = 0
finalSetupViolations = 0

[power_and_ir_drop]
p_per_area_nw_per_um2 = 298.6
p_leak_uw = 0.001902
peakVddDrop_mv = 0.1858

[routing]
detail-route-antenna-nets = 0
drc_errors = 0
via_per_inst = 4.651
routed_wl_um = 6803
firstDrtPassIters = 4
first_iter_violations = 185
route.antenna.diode_count = 0
num_vias = 2730
wl_per_cell_um = 11.59

[cts]
clkTransAtPathRegs_ns = 0.05
ctsHoldBuffers = 0
post_cts_resized = 0
cts_buffers = 9
clockBufferDepth = 2
cts_max_level = 3
post-cts-setup-buffers = 0
clock_latency_ns = 0.34
cts_tree = "yes"
cts_root_buf = "clkbuf_16"

[yosys]
edf_count = 0
ys_chip_area_um2 = 3916
yosys_cells = 388
synthTopCellsByCount = "81 x nor2_1, 55 x dfrtp_1, 26 x dfstp_2"
synth_area_um2 = 3916
async_reset_ff_share_pct = 97.59
ys_types = 44
synth_dominant_cell_count = "nor2_1"
ys.flop_type = "dfrtp_1"
area_leaders = "dfrtp_1 35%, dfstp_2 17%, nor2_1 7.8%, xor2_1 4.7%, ha_1 4.2%"
yosys.area.top_type = "dfrtp_1"
synth_warnings = 2
synth_area_per_cell_um2 = 10.09
numSynthFlops = 83
yosys.area.top_type_share_pct = 35.14
netlist_instances = 388

[critical_path]
path_max_fanout = 2
arrival_ns = 2.09
end_kind = "output port"
start_kind = "primary input"
criticalPathCategory = "primary input to output port"
critPathRequiredTime_ns = 4.16

[die]
coreArea_um2 = 12670
die.size.y_um = 116.3
ioPinCount = 24
chipArea_um2 = 13520
die_w_um = 116.3
fp-utilization_pct = 30.91
rows = 41

[flow_run]
tool_warnings = 32
drv_cap = 0

[placed_design]
dp_hpwl_um = 4390
port_buffers = 23
gp_congestion = 0.8056
dp_slack_ns = 2.069
placed_cell_area_um2 = 4305

[layout]
drive_gt1_share_pct = 15.18
fillCellCount = 1223
synthToLayoutAreaGrowth_pct = 16.61
design_area_um2 = 4567
fin_util_pct = 36.04
largest_register_ffs = 16
regMostFlops = "uart_receiver.check_start"
top_regs = "uart_receiver.check_start x16, uart_receiver.count_clk x13, uart_transmitter.count_clk x13"

[global_route]
grt_use_total_pct = 11.39
grt_pass1_vias = 2706
overflow = 0
grt_antenna_before_repair = 0
grt_pass1_wl_um = 12140
grt_max_degree = 44

[status]
status = "complete, no violations"

[worst_hold_path]
hp-class = "flip-flop to flip-flop"
## metrics by stage
stage          hold WS [ns]  std cells  total power (uW)
3_5_place_dp         0.4449        571             813.9
4_1_cts              0.4575        587              1388
5_1_grt              0.4699        587              1438
3_3_place_gp         0.4447        571             810.9
2_1_floorplan        0.4251        388             775.4
6_report             0.4517        587              1364
## final timing paths
kind / from / endpoint / slack (ns) / cells past startpoint
setup / recovery: recv_ack / recv_req / 2.07 / 3
hold / removal: uart_transmitter.count_clk[0] / uart_transmitter.count_clk[0] / 0.45 / 1
setup reg to reg: uart_receiver.count_clk[3] / uart_receiver.dout[2] / 2.80 / 4
hold reg to reg: uart_transmitter.count_clk[0] / uart_transmitter.count_clk[0] / 0.45 / 1
max in group asynchronous: reset_n / uart_transmitter.state[0] / 3.61 / 2
min in group asynchronous: reset_n / uart_receiver.count_clk[7] / 0.67 / 1
## routing by layer
layer | share of wire, % | vias up | track usage, % | wire, um
li1 | - | 1365 | - | -
met1 | 48 | 1328 | 16.13 | 3260
met2 | 47 | 30 | 18.46 | 3185
met3 | 4.0 | 7 | 3.277 | 274
met4 | 1.2 | 0 | 1.197 | 82
met5 | 0 | - | 0 | 0
## layout by cell type (no fill, tap or decap), drive strengths merged, types with 12 or more instances in the layout
cell and n:
inv 12, clkdlybuf4s50 22, clkbuf 13, xor2 21, nor2 81, dfstp 26, ha 13, nand2 20
o21ai 13, nand3 25, dfrtp 55, a21oi 20
## power breakdown
group          internal (uW)  switching (uW)
Clock                    324             236
Combinational           45.7            55.3
Sequential               670            32.7
Total                   1040             324
## cell type report
type	count	area, um^2	share of cell area, %
tap	172	215.2	4.712
multi-input combinational	279	1713	37.51
clock buffer	13	240.2	5.260
clock inverter	3	21.27	0.4658
timing repair buffer	25	242.7	5.315
inverter	12	45.04	0.9863
sequential	83	2090	45.75
## critical path: stages
cell and delay (ns):
clkdlybuf4s50_1 0.40, nor2b_1 0.16, clkdlybuf4s50_1 0.48
## kinds of logic after synthesis
| family | Yosys count | synth area share (%) |
|---|---|---|
| AND-OR/OR-AND | 45 | 6.326 |
| buffers and inverters | 26 | 2.907 |
| multiplexers | 11 | 3.099 |
| flip-flops | 81 | 52.59 |
| XOR/XNOR | 29 | 6.486 |
| latches | 2 | 0.7668 |
| AND/OR/NAND/NOR | 181 | 23.67 |
| adder cells (fa/ha/maj) | 13 | 4.153 |
Power figures rest on the tool's default switching activity, not on a simulated workload.
